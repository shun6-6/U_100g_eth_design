<file path="./design.v">
`timescale 1ns / 1ps
module rst_gen_module#(
    parameter       P_RST_CYCLE     =   1   
)(
    input           i_clk                   ,
    input           i_rst                   ,
    output          o_rst                   
);
reg                 ro_rst=1                ;
reg  [7 :0]         r_cnt=0                 ;
assign              o_rst = ro_rst          ;
always@(posedge i_clk , posedge i_rst)
begin
    if(i_rst)
        r_cnt <= 'd0;
    else if(r_cnt == P_RST_CYCLE - 1 || P_RST_CYCLE == 0)
        r_cnt <= r_cnt;
    else 
        r_cnt <= r_cnt + 1;
end
always@(posedge i_clk)
begin
    if(r_cnt == P_RST_CYCLE - 1 || P_RST_CYCLE == 0)
        ro_rst <= 'd0;
    else 
        ro_rst <= 'd1;
end
endmodule
</file>
<file path="./config.mk">
export PLATFORM = sky130hd
export DESIGN_NAME = rst_gen_module
export DESIGN_NICKNAME = rst_gen_module
export VERILOG_FILES = /design/flow/design.v
export SDC_FILE = /design/flow/constraint.sdc
export NUM_CORES = 4
export LEC_CHECK = 1
export CORE_AREA = 10 10 70 70
export DIE_AREA = 0 0 80 80
</file>
<file path="./constraint.sdc">
current_design rst_gen_module

set clk_period 2.2
set clk_io_pct 0.2

create_clock -name clk0 -period $clk_period [get_ports {i_clk}]

set non_clock_inputs [all_inputs -no_clocks]
set_input_delay [expr $clk_period * $clk_io_pct] -clock clk0 $non_clock_inputs
set_output_delay [expr $clk_period * $clk_io_pct] -clock clk0 [all_outputs]
</file>
<file path="./run.sh">
#!/bin/bash
# OpenROAD 26Q1-2900-gdf79404cd8, Yosys 0.63+post, stock flow scripts
make -C /OpenROAD-flow-scripts/flow DESIGN_CONFIG=/design/flow/config.mk WORK_HOME=/design/flow/orfs finish
</file>
==> deck_impl_summary.md <==
Physical Implementation Snapshot

Drt
  • Initial DRC count: 12
  • Drt drc: 0
  • Avg WL per Cell: approximately 7.8 um
  • Drt total wl: 672 um
  • Ant. Diodes: 0
  • Drt via density: 3.01
  • DR pass1 iterations: 2
  • Antenna-violating nets left: 0
  • Via count: 259

Power and ir drop
  • Peak VDD IR: about 0.14 mV
  • Pwr/cell area: between 500 and 600 mW/mm^2
  • Total power: 0.295 mW
  • Static leakage: 0.228 nW

Synthesis
  • Synth warn: 1
  • #FFs+latches synth: 9
  • Mapped Cells: 34
  • Post-Syn Area: 413 um^2
  • Number of cells in Yosys stat: 34
  • Synth area leader: dfrtp_1
  • Area leader share: 48.5%
  • Yosys chip area: 413 um^2
  • Synthesized area per cell: around 12 um^2
  • Biggest area cells: dfrtp_1 48%, xnor2_1 13%, ha_1 6.1%
  • Seq share, synth: 53.3%
  • Post-synth cell types: 14

Floorplanning
  • Core Area: 0.00342 mm^2
  • Die Ht: 80 um
  • Die Area: ~0.0064 mm^2
  • Cell Rows: 21
  • Io pins: 3
  • Die width: 80 um
  • Initial Utilization: 12.1%

Clock network
  • CTS buffer count: 3
  • Clock sinks: 9
  • Post-CTS setup buffer count: 0
  • Latency at later pin: approximately 0.26 ns
  • Root Buffer: clkbuf_4
  • Deepest clock path buffer count: 2
  • Htree depth: 1
  • CTS clk-pin slew, worst paths: 0.06 ns
  • Hold_buf cts: 0
  • Post-CTS sizing: 0
  • CTS tree: done

Placement
  • Port bufs: 2
  • Inst Count DP: between 80 and 90
  • Global placement routability congestion: 0.757
  • HPWL Detailed: about 480 um

Final layout
  • Layout fillers: 387
  • Most frequent logic cells in the routed design: 8 x dfrtp_1, 6 x xnor2_1, 5 x nand3_1
  • Post-route insts no fill: roughly 86
  • Area Overhead vs Synth: 25.2%
  • Register area: 220 um^2
  • Logic cell area: 181 um^2
  • Most frequent logic cell in the layout: dfrtp_1
  • Layout cell share with drive strength beyond 1: 12.5%

GRT
  • Pin count of the biggest net entering global routing: 9
  • First-pass GRT wire length: between 1000 and 1500 um
  • Tot GR Track Use: 2.24%
  • Vias in the first global route: 249
  • GR Overflow Total: 0
  • Initial antenna violation count: 0

Worst setup path
  • CP arrival: 1.79 ns
  • Req. time, crit path: 2.34 ns
  • CP endpoint kind: flip-flop
  • Kind of critical path: reg2reg
  • CP max-delay cell: or4_4
  • CP delay by family, top: simple AND/OR/NAND/NOR gates
  • Largest stage delay, worst path: between 0.5 and 0.6 ns
  • CP Launch Type: flip-flop
  • Worst Path Max Fanout: 4
  • Worst Path Buf+Inv: 0
  • Critical Path, Cell by Cell: or4_4 > nor3_4 > mux2_1

STA
  • Tcrit/Tclk final: about 75%
  • Slew @ Worst Pin: 0.306 ns
  • Hold Slack: 0.430 ns
  • Final hold violations: 0
  • Clock Skew: 0.00156 ns
  • Relative slew slack: 79.6%
  • Minimum clock period: 1.65 ns
  • Unrepaired setup endpoints after global routing: no
  • Fmax: 0.607 GHz
  • Final setup violation count: 0
  • Final total negative setup slack: 0 ns
  • Final Slew Violations: 0

Worst hold path
  • Hold Crit Class: in2async

Flow run
  • Max Cap Violations: 0
  • Tool warnings: 26

Status
  • Status: complete, no violations
## Yosys cell counts
cell type  instances
and3_1             2
dfrtp_1            8
dfxtp_1            1
ha_1               2
inv_1              3
mux2_1             1
mux2i_1            1
nand2b_1           1
nand3_1            5
nor3_4             1
o21ai_0            1
or3_1              1
or4_4              1
xnor2_1            6
## report_power, final
group / switching [mW] / internal, mW
Combinational: 0.00297 / 0.00166
Sequential: 0 / 0.165
Clock: 0.0558 / 0.0698
## per-layer routing
layer  vias up  wire (um)  track usage [%]
li1        129          -                -
met1       121        348             2.92
met2         7        234             2.65
met3         2         76             1.93
met4         0         13            0.528
met5         -          0                0
## stage by stage
step,worst slack [ns],utilization (%),instance area [um^2]
detailed placement,0.552,14.4,490
CTS,0.536,15.1,517
global placement,0.579,14.4,490
global route,0.494,15.1,517
finish,0.552,15.1,517
floorplan,0.610,-,413
## sequential cells by signal (all words and copies together), names as in the netlist
register and count:
r_cnt 8, ro_rst 1
## kinds of logic after synthesis
kind of cell    Yosys count  share of synthesized area (%)
xor+xnor                  6                           12.7
mux                       2                           5.15
fa+ha+maj                 2                           6.06
buf+inv                   3                           2.73
compound gates            1                           1.21
flops                     9                           53.3
simple gates             11                           18.8
## worst paths after layout
check / slack, ns / start / end / depth (start not counted)
min in group clk0: 0.48 / r_cnt[7] / r_cnt[7] / 1
max: 0.55 / r_cnt[3] / r_cnt[1] / 3
max reg2reg: 0.55 / r_cnt[3] / r_cnt[1] / 3
max in group asynchronous: 1.54 / i_rst / r_cnt[6] / 2
min reg2reg: 0.48 / r_cnt[7] / r_cnt[7] / 1
min: 0.43 / i_rst / r_cnt[0] / 2
## final cells by class
| cell class | count | area share (%) |
|---|---|---|
| Multi-Input combinational cell | 22 | 35.1 |
| Tap cell | 46 | 11.1 |
| Sequential cell | 9 | 42.6 |
| Inverter | 3 | 2.18 |
| Clock buffer | 4 | 5.08 |
| Timing Repair Buffer | 2 | 3.87 |
No activity file was given, so power comes from the tool's default toggle rates.
