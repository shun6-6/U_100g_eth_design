File: flow/design.v
`timescale 1ns / 1ps
module AXIS_gen_module(
    input           i_clk               ,
    input           i_rst               ,
    input           i_stat_rx_status    ,
    input           m_axis_tx_tready    ,
    output          m_axis_tx_tvalid    ,
    output [511:0]  m_axis_tx_tdata     ,
    output          m_axis_tx_tlast     ,
    output [63 :0]  m_axis_tx_tkeep     ,
    output          m_axis_tx_tuser     ,
    input           s_axis_rx_tvalid    ,
    input [511:0]   s_axis_rx_tdata     ,
    input           s_axis_rx_tlast     ,
    input [63 :0]   s_axis_rx_tkeep     ,
    input           s_axis_rx_tuser     
);
localparam  P_SEND_LEN = 10;
localparam  P_SRC_MAC = 48'h01_02_03_04_05_06;
localparam  P_DST_MAC = 48'hff_ff_ff_ff_ff_ff;
localparam  P_TYPE    = 16'h0800            ;
reg             rm_axis_tx_tvalid   = 'd0;
reg  [511:0]    rm_axis_tx_tdata    = 'd0;
reg             rm_axis_tx_tlast    = 'd0;
reg  [63 :0]    rm_axis_tx_tkeep    = 'd0;
reg  [5 : 0]    r_init_cnt          = 'd0;
reg             ri_stat_rx_status   = 'd0;
reg  [15: 0]    r_send_cnt          = 'd0;
wire            w_send_en           ;
wire            w_tx_active         ;
assign m_axis_tx_tvalid = rm_axis_tx_tvalid;
assign m_axis_tx_tlast  = rm_axis_tx_tlast ;
assign m_axis_tx_tuser  = 'd0 ;
assign w_send_en   = &r_init_cnt;
assign w_tx_active = rm_axis_tx_tvalid & m_axis_tx_tready;
genvar i;
generate
    for(i = 0; i < 64; i = i + 1)begin
        assign m_axis_tx_tdata[i*8 +: 8] = rm_axis_tx_tdata[(63-i)*8 +: 8];
        assign m_axis_tx_tkeep[i] = rm_axis_tx_tkeep[63 - i];
    end
endgenerate
always @(posedge i_clk or posedge i_rst)begin
    if(i_rst)
        ri_stat_rx_status <= 'd0;
    else
        ri_stat_rx_status <= i_stat_rx_status;
end
always @(posedge i_clk or posedge i_rst)begin
    if(i_rst)
        r_init_cnt <= 'd0;
    else if(&r_init_cnt)
        r_init_cnt <= r_init_cnt;
    else if(i_stat_rx_status)
        r_init_cnt <= r_init_cnt + 1;
    else
        r_init_cnt <= r_init_cnt;
end
always @(posedge i_clk or posedge i_rst)begin
    if(i_rst)
        r_send_cnt <= 'd0;
    else if(r_send_cnt == P_SEND_LEN - 1 && w_tx_active)
        r_send_cnt <= 'd0;
    else if(w_tx_active)
        r_send_cnt <= r_send_cnt + 'd1;
    else
        r_send_cnt <= r_send_cnt;
end
always @(posedge i_clk or posedge i_rst)begin
    if(i_rst)
        rm_axis_tx_tvalid <= 'd0;
    else if(r_send_cnt == P_SEND_LEN - 1 && w_tx_active)
        rm_axis_tx_tvalid <= 'd0;
    else if(w_send_en)
        rm_axis_tx_tvalid <= 'd1;
    else
        rm_axis_tx_tvalid <= rm_axis_tx_tvalid;
end
always @(posedge i_clk or posedge i_rst)begin
    if(i_rst)
        rm_axis_tx_tdata <= 'd0;
    else if(r_send_cnt == 0 && w_tx_active)
        rm_axis_tx_tdata <= {32{16'haa_bb}};
    else if(r_send_cnt == 0)
        rm_axis_tx_tdata <= {P_DST_MAC,P_SRC_MAC,P_TYPE,{50{8'hab}}};
    else if(w_tx_active)
        rm_axis_tx_tdata <= {32{r_send_cnt}};
    else
        rm_axis_tx_tdata <= rm_axis_tx_tdata;
end
always @(posedge i_clk or posedge i_rst)begin
    if(i_rst)
        rm_axis_tx_tlast <= 'd0;
    else if(r_send_cnt == P_SEND_LEN - 2 && w_tx_active)
        rm_axis_tx_tlast <= 'd1;
    else if(r_send_cnt == P_SEND_LEN - 1 && w_tx_active)
        rm_axis_tx_tlast <= 'd0;
    else
        rm_axis_tx_tlast <= rm_axis_tx_tlast;
end
always @(posedge i_clk or posedge i_rst)begin
    if(i_rst)
        rm_axis_tx_tkeep <= 'd0;
    else
        rm_axis_tx_tkeep <= 64'hffff_ffff_ffff_ffff;
end
endmodule
File: flow/run.sh
#!/bin/bash
# OpenROAD 26Q1-2900-gdf79404cd8, Yosys 0.63+post, stock flow scripts
make -C /OpenROAD-flow-scripts/flow DESIGN_CONFIG=/design/flow/config.mk WORK_HOME=/design/flow/orfs finish
File: flow/config.mk
export PLATFORM = sky130hd
export DESIGN_NAME = AXIS_gen_module
export DESIGN_NICKNAME = AXIS_gen_module
export VERILOG_FILES = /design/flow/design.v
export SDC_FILE = /design/flow/constraint.sdc
export NUM_CORES = 4
export LEC_CHECK = 1
export CORE_AREA = 10 10 446 446
export DIE_AREA = 0 0 456 456
File: flow/constraint.sdc
current_design AXIS_gen_module

set clk_period 5.1
set clk_io_pct 0.2

create_clock -name clk0 -period $clk_period [get_ports {i_clk}]

set non_clock_inputs [all_inputs -no_clocks]
set_input_delay [expr $clk_period * $clk_io_pct] -clock clk0 $non_clock_inputs
set_output_delay [expr $clk_period * $clk_io_pct] -clock clk0 [all_outputs]
==> results.txt <==
The following summarizes the physical implementation.

Detailed routing
The detail route stage leaves a number of antenna-violating nets equal to 0. In the routed design, unresolved DRC markers number 0. The DRC marker count from the first detailed-route iteration is 179. The final routed wirelength across all metal layers is about 32000 um. The routed wirelength normalized by instance count is roughly 9.7 um. The number of vias in the routed layout is between 4000 and 5000.

The iteration count recorded for the first detailed-route pass is 4. The number of vias per cell after detailed routing is 1.275.

Synthesis
Sequential elements use a little over a fifth of the synthesized area. The gate-level netlist out of Yosys references 39 unique cell types. The proportion of netlist area held by the largest area contributor is about 62%. The cell count after synthesis is a little under 800. The average size of a mapped cell is 8.444 um2.

The most instantiated library cell after synthesis is buf_4. For this run, the chip area from Yosys synthesis comes to about 6600 um2. The leading area contributor after synthesis is buf_4. The post-synthesis share of cell area spent on full adders, half adders and majority gates is 0.7628%. Per the synth log, the flip-flop and latch total comes to around 57. The number of cells reported by Yosys stat comes to approximately 780. The largest non-sequential cell family by area is buffers and inverters. The fraction of the mapped netlist area in compound gates is 3.852%. The proportion of synthesized area in mux cells is less than 1%. The fraction of synthesized cell area in xor and xnor cells is roughly 2.5%.

The synthesis report gives the async set-or-reset register share as approximately 100%. For this run, the leading register cell type out of synthesis is dfrtp_1. The warning tally printed by Yosys for this design is 1. After Yosys synthesis, and, or, nand and nor cells account for 7.456% of the synthesized area. Counting flops with a built-in enable in the synthesized netlist gives 0. Yosys attributes the largest share of cell area to buf_4 62%, dfrtp_1 22%, nor2_1 1.8%. After synthesis the cells add up to roughly 6600 um2. In the synthesized netlist, the cells that appear most often are 545 x buf_4, 57 x dfrtp_1, 31 x nor2_1.

CTS
TritonCTS built the clock tree. After clock tree synthesis, the flow added hold-fix buffers numbering 0. Clock latency on the worst-skew pair, taken at its later pin, is about 0.32 ns.

The longest clock path from root to sink contains 2 buffers. The clock root buffer is clkbuf_16. The level count of the clock H-tree is 3. On the worst setup and hold paths after CTS, the clock-pin slew comes to 0.05 ns. Gates resized during post-CTS repair numbered 0. For this design, the sink count on the clock tree is 57. The number of clock buffers inserted by TritonCTS is 9. The number of buffers added for setup after CTS is 0.

Global route
The global route stage reports its total congestion overflow as 0. The initial antenna violation count is 5. On met3, the global router reports a usage of less than 1%. The aggregate global-route resource usage is 2.934%. On met1, the global router reports a usage of about 3.2%. The first global-routing pass estimated 42850 um of wire. On met2, the global router reports a usage of approximately 5.5%. The number of global-route vias before repair was approximately 4400. Entering global routing, the biggest net connects 65 pins. The peak-usage layer in the global routing report is met2.

Floorplanning
The overall chip area is 207900 um2. The effective utilization at floorplan is ~3.5%. The region available for standard cell placement spans about 190000 um2.

The vertical die dimension reported for this design is 456 um. The cell row count is 159. The width of the chip is 456 um. During I/O placement, the number of pins put on the boundary was 1162.

STA
Setup slack closes at around 2.2 ns. The transition time recorded at the tightest slew-check pin is 0.7715 ns. The minimum clock period after layout is between 2 and 3 ns. The post-layout period usage of the worst path is about 56%. The worst slew margin relative to its limit is slightly below 50%. The worst hold margin is 0.4877 ns.

Per the final report, max-transition violations number 0. Static timing analysis puts the maximum clock frequency at 347.3 MHz. Setup repair after global routing left no endpoint under its margin. For this run, the final setup violation count is recorded as 0.

After layout, the setup clock skew is reported as 0.006451 ns. The number of hold violations in the final report is 0. The final layout reports a setup TNS of 0 ns.

Finish
Per the layout area report, the register area comes to about 1400 um2. The layout report lists the multi-input gate area as between 900 and 1000 um2. The finished layout holds 3344 standard cells, fillers aside.

In the final layout, the share of cells above drive strength 1 is approximately 6%. The area added between synthesis and finish is 80.53%. The post-route utilization of the core is recorded as about 6.3%.

The tally of filler cells in the layout is 21890. After routing the design area is 11850 um2.

Hold path
The hold path startpoint is rm_axis_tx_tdata[458]$_DFFE_PP0P_. Checking hold timing, the worst path is listed with class register to register.

Critical path
The start point of the critical path is rm_axis_tx_tdata[501]$_DFFE_PP0P_. The worst endpoint required time is 4.08 ns. At the worst endpoint, the arrival time is between 1.5 and 2 ns. By startpoint and endpoint, the worst setup path is classified as register to output pin. STA classifies the critical path endpoint as an output pin. Per the timing report, the most critical flop-to-flop path originates at r_send_cnt[0]$_DFFE_PP0P_. The worst setup path is launched from a register. In this run the worst path has a maximum fanout of 19.

Power and ir drop
In this run the power density over the cells is about 440 nW/um2. Overall power consumption after layout is estimated at about 5.2 mW. The static power due to leakage is 3.582 nW. The maximum resistive drop on vdd is 0.1952 mV.

Placement
The instance area at placement is 11530 um2. The number of buffers inserted by port buffering is around 580. The routability congestion estimate from global placement is just over 0.7. The post-placement worst setup slack is around 2.1 ns. Including well taps, the total number of placed cells is approximately 3300. After legalization and detailed placement, the total HPWL measured ~28000 um.

Run
The report counts max-capacitance violations totalling 0. In this run the tools logged warnings totalling about 610.

Run status
The run finished with clean final reports.
[routing by layer]
metal	wire length [um]	vias up	part of all wire [%]
li1	-	2023	-
met1	11740	2013	36
met2	17380	213	54
met3	2481	14	7.7
met4	687	0	2.1
met5	0	-	0
[cell usage in the layout (no fill, tap or decap), types with 2 or more instances in the layout]
master           instances
conb_1                   2
or4_4                    2
o211ai_1                 2
and3_1                   4
o2bb2ai_1                9
ha_1                     4
nand2_1                 30
nor4_1                   2
clkinv_2                 2
buf_4                   21
inv_1                    5
dfrtp_2                  4
nand4_1                  5
o21ai_0                 18
nor2_1                  31
diode_2                  8
nand3_1                 10
a21oi_1                  4
dfrtp_1                 53
clkdlybuf4s50_1        581
clkbuf_16                9
or3_1                    2
xnor2_1                 11
xor2_1                   8
[worst max-delay path, cell delays in order, from the launching register on]
cell	delay, ns
dfrtp_1	0.62
buf_4	0.35
clkdlybuf4s50_1	0.54
[cell families after synthesis]
| kind of cell | Yosys count |
|---|---|
| compound gates | 39 |
| simple gates | 95 |
| flops | 57 |
| other cells | 2 |
| mux | 1 |
| xor+xnor | 19 |
| fa+ha+maj | 4 |
| buf+inv | 560 |
[power by group]
group	switching, mW	internal (mW)
sequential	0.306	0.608
combinational	1.11	2.58
clock	0.201	0.390
total	1.61	3.57
[state kept, by name, summed over array words and instances, names as in the netlist]
signal,count
rm_axis_tx_tdata,32
r_send_cnt,16
rm_axis_tx_tlast,1
rm_axis_tx_tkeep,1
rm_axis_tx_tvalid,1
r_init_cnt,6
[final cells by class]
| cell class | count | area share (%) |
|---|---|---|
| tap | 2495 | 26.35 |
| multi-input combinational | 160 | 8.250 |
| clock buffer | 11 | 2.049 |
| antenna | 8 | 0.1690 |
| sequential | 57 | 12.08 |
| timing repair buffer | 602 | 50.43 |
| clock inverter | 5 | 0.4753 |
| inverter | 6 | 0.1901 |
[worst paths after layout]
path / depth (start not counted) / slack [ns] / end
setup reg to reg: 6 / 2.84 / rm_axis_tx_tdata[458]$_DFFE_PP0P_
setup / recovery: 2 / 2.22 / m_axis_tx_tdata[29]
max in group asynchronous: 3 / 3.20 / r_send_cnt[0]$_DFFE_PP0P_
min in group asynchronous: 2 / 1.01 / rm_axis_tx_tdata[508]$_DFFE_PP0P_
hold / removal: 1 / 0.49 / rm_axis_tx_tdata[458]$_DFFE_PP0P_
hold reg to reg: 1 / 0.49 / rm_axis_tx_tdata[458]$_DFFE_PP0P_
No activity file was given, so power comes from the tool's default toggle rates.
